**./run.sh**
```bash
#!/bin/bash
# OpenROAD 26Q1-2900-gdf79404cd8, Yosys 0.63+post, stock flow scripts
make -C /OpenROAD-flow-scripts/flow DESIGN_CONFIG=/design/flow/config.mk WORK_HOME=/design/flow/orfs finish
```
**./config.mk**
```make
export PLATFORM = sky130hd
export DESIGN_NAME = multiplier
export DESIGN_NICKNAME = multiplier
export VERILOG_FILES = /design/flow/design.v
export SDC_FILE = /design/flow/constraint.sdc
export NUM_CORES = 4
export LEC_CHECK = 1
export CORE_UTILIZATION = 40
```
**./constraint.sdc**
```tcl
current_design multiplier

set clk_period 22.5
set clk_io_pct 0.2

create_clock -name clk0 -period $clk_period

set non_clock_inputs [all_inputs -no_clocks]
set_input_delay [expr $clk_period * $clk_io_pct] -clock clk0 $non_clock_inputs
set_output_delay [expr $clk_period * $clk_io_pct] -clock clk0 [all_outputs]
```
**./design.v**
```verilog
module multiplier #(parameter X =32) (A, B, out, done, overflow_flag, underflow_flag);
localparam expo_bits = (X == 32) ? 8   : 11; 
localparam mant_bits = (X == 32) ? 23  : 52;
localparam bias      = (X == 32) ? 127 : 1023;
input wire [X-1:0]A; 
input wire [X-1:0]B;
output reg [X-1:0]out; 
output reg done;
output reg overflow_flag; 
output reg underflow_flag;
reg [expo_bits-1:0] exp_a; 
reg [expo_bits-1:0] exp_b;
reg [expo_bits-1:0] exp_out;
reg [mant_bits-1:0] mant_a; 
reg [mant_bits-1:0] mant_b;
reg [mant_bits-1:0] mant_out;
reg sign;
reg cout   = 0;
reg cout_2 = 0;
reg [(2*(mant_bits)+1):0] product; 
always @ (*)
begin
   overflow_flag = 0;
	underflow_flag = 0;
	done=1'b0; 
	exp_a = A[X-2:X-expo_bits-1];
	exp_b = B[X-2:X-expo_bits-1];
	mant_a = A[X-expo_bits-2:0];
	mant_b = B[X-expo_bits-2:0];
	if (A[X-1] == {1'bX} || B[X-1] == {1'bX}) begin
		sign = {1'bX};
	end
	else begin
		sign=A[X-1]^B[X-1];  
	end
	if( ( ((exp_a == 0) && (exp_b == {expo_bits{1'b1}})) || ((exp_b== 0) && (exp_a == {expo_bits{1'b1}})) ) && ((mant_a == 0) && (mant_b == 0)) ) begin
		out={{1'bX}, {expo_bits{1'b1}}, 1'b1, {(mant_bits-1){1'bX}}};
		done=1'b1;
	end
	else if(((exp_a == {expo_bits{1'b1}}) && (mant_a == 0)) || ((exp_b == {expo_bits{1'b1}}) && (mant_b == 0))) begin
		out={sign, {expo_bits{1'b1}},{mant_bits{1'b0}}};
		done=1'b1;
	end
	else if (((exp_a == 0) && (mant_a == 0) && ((sign == {1'b1}) || (sign == {1'b0}))) || ((exp_b == 0) && (mant_b == 0) && ((sign == {1'b1}) || (sign == {1'b0})))) begin
		out = {{sign}, {expo_bits{1'b0}}, {mant_bits{1'b0}}};
	end
	else if ((exp_a == {expo_bits{1'b1}}) && (mant_a == {1'b1, {(mant_bits-1){1'bX}}})) begin
		out={{1'bX}, {expo_bits{1'b1}},1'b1, {(mant_bits-1){1'bX}}};
		done=1'b1;
	end
	else if ((exp_b == {expo_bits{1'b1}}) && (mant_b == {1'b1, {(mant_bits-1){1'bX}}})) begin
		out={{1'bX}, {expo_bits{1'b1}},1'b1, {(mant_bits-1){1'bX}}};
		done=1'b1;
	end
	else begin
		{cout, exp_out} = exp_a + exp_b - bias;
		product = {{1'b1}, mant_a} * {{1'b1},mant_b};
		if(product[(2*(mant_bits)+1)] == 1) begin
			{cout_2, exp_out} = exp_out + 1;
			product = product >> 1;
		end 
		else if((product[2*(mant_bits)] != 1) && (exp_out != 0)) begin
			exp_out = exp_out - 1;
			product = product << 1; 
		end
		mant_out = product[(2*(mant_bits)-1):((2*(mant_bits)-1)-mant_bits+1)];
		if ((exp_a + exp_b) <= bias) begin
			out = {{sign}, {expo_bits{1'b0}}, {mant_bits{1'b0}}};
			underflow_flag = 1;
			done=1'b1;	
		end
		 else if(cout ==1 || cout_2 ==1) begin
			out = {{sign}, {expo_bits{1'b1}}, {1'b1}, {(mant_bits-1){1'bX}}};
			overflow_flag = 1;
			done=1'b1;	
		 end
		else begin
			out={sign, exp_out, mant_out};
			done=1'b1;	
		end
	end
end
endmodule 
```
==> results.py <==
# Auto-generated metrics
metrics = {
    "routing": {
        "drc": 0,
        "wire_per_inst_um": 19.14,
        "drt-pass1-iter-count": 5,
        "wirelength_mm": 59.96,
        "vias_per_cell": 5.241,
        "num_vias": 16420,
        "drtIter0Drc": 818,
        "postRouteAntennaNets": 0,
    },
    "setup_path": {
        "path_class": "input port to output port",
        "crit_family": "adder cells",
        "path_max_fanout": 21,
        "path_buffers": 10,
        "critical_path.endpoint_type": "output port",
        "worstSetupStartpointType": "input port",
        "cp_slowest_cell": "fa_1",
        "crit_top_cell": "fa_1",
        "worstPathRequired_ps": 18000,
        "crit_arrival_ps": 13560,
        "cpPeakStageDelay_ps": 530,
    },
    "final_layout": {
        "largest_reg_flops": 1,
        "layout_top_cell": "inv_1",
        "syn_to_final_growth_pct": 8.421,
        "layout_top_cells": "inv_1 (573), fa_1 (482), nand2_1 (343)",
        "fillers": 4806,
        "layout-drive-gt1-share_pct": 3.902,
    },
    "synth": {
        "yosysWarnings": 2,
        "ys_cells": 2429,
        "syn_inst": 2429,
        "yosys-stat-area_um2": 20680,
        "largest_area_cell": "fa_1",
        "numSynthFlops": 1,
        "synth.top_cell.area_share_pct": 46.65,
        "synthTopCellsByArea": "fa_1 (47%), ha_1 (11%), inv_1 (10%)",
        "ys.flop_type": "dlxtn_1",
        "synth_cell_types": 83,
        "avgSynthCellArea_um2": 8.515,
        "edf_count": 0,
        "synth_async_sr_flop_share_pct": 0,
        "syn_area_um2": 20680,
    },
    "global_route": {
        "grtUsageMet2_pct": 38.30,
        "gr-max-usage-layer": "met2",
        "track_usage_pct": 25.40,
        "overflow": 0,
        "grt_max_degree": 45,
        "grt_pass1_vias": 17580,
        "grt_pass1_wl_mm": 97.61,
        "antenna_found_initial": 0,
        "global_route.usage.met1_pct": 35.83,
        "global_route.usage.met3_pct": 10.64,
    },
    "timing": {
        "finalHoldViolations": 0,
        "slew_headroom_pct": 41.19,
        "worstMarginPinSlew_ps": 859.9,
        "untimed_endpoints": 1,
        "unclocked_regs": 1,
        "period_used_pct": 80.26,
        "finalSetupTns_ps": 0,
        "timing.fmax_ghz": 0.05538,
        "finalMaxSlewViolations": 0,
        "rsz0062_at_grt": "no",
        "setup_viol": 0,
        "fin_crit_ps": 18060,
    },
    "cts": {
        "postCtsHoldBufs": 0,
        "post_cts_buffers": 0,
        "cts-resized-gates": 0,
    },
    "run": {
        "tool_warnings": 35,
        "max-cap-violations": 0,
    },
    "floorplanning": {
        "initCoreUtil_pct": 40.89,
        "num_rows": 82,
        "dieWidth_um": 229.4,
        "core_um2": 50580,
        "ios": 99,
        "dieArea_um2": 52620,
        "chipHeight_um": 229.4,
    },
    "pwr": {
        "leakagePower_nw": 11.13,
        "peakVddDrop_mv": 0.6127,
        "switching_share_pct": 61.63,
        "power_density_nw_per_um2": 404.4,
        "power.switching_mw": 5.589,
        "p_int_mw": 3.480,
        "power_mw": 9.069,
    },
    "place": {
        "gp_congestion": 0.9513,
        "dp_hpwl_mm": 47.52,
        "port_buffers": 99,
    },
    "worst_hold_path": {
        "hold_class": "input port to output port",
    },
    "run_status": {
        "status": "finished clean",
    },
}
-- Yosys cell counts (all sizes together) (17+ instances only) --
| cell type | count |
|---|---|
| nand3 | 17 |
| inv | 573 |
| o21ai | 41 |
| a21oi | 57 |
| nor4 | 26 |
| nand2 | 343 |
| nor3 | 18 |
| ha | 181 |
| xnor2 | 20 |
| and2 | 225 |
| fa | 482 |
| clkbuf | 107 |
| nor2 | 86 |
| a211oi | 25 |
-- stage by stage --
stage	util, %	instance area, µm²	hold WS, ps	setup slack [ps]	std cells
floorplan	-	20680	9159	6856	2429
global placement	44.33	22420	10070	4733	3132
detailed placement	44.33	22420	10070	4612	3132
CTS	44.33	22420	10070	4535	3132
global route	44.33	22420	10100	3957	3132
finish	44.33	22420	10060	4443	3133
-- final cells by class --
cell class                      count  area, µm²  share of cell area, %
Antenna cell                        1      2.502                0.01116
Inverter                          575       2158                  9.625
Multi-Input combinational cell   1735      18040                  80.45
Sequential cell                     1      15.01                0.06696
Tap cell                          672      840.8                  3.750
Timing Repair Buffer              149       1366                  6.093
-- per-layer routing --
| metal | part of all wire (%) | routed length, µm | vias to the layer above |
|---|---|---|---|
| met1 | 41 | 24530 | 8246 |
| li1 | - | - | 7424 |
| met3 | 11 | 6404 | 62 |
| met2 | 46 | 27570 | 689 |
| met4 | 2.4 | 1451 | 0 |
| met5 | 0 | 0 | - |
-- power by group through the flow --
stage    Combinational, mW  Sequential [mW]  Clock [mW]
5_1_grt               10.0         0.000973           0
4_1_cts               9.05         0.000964           0
-- final timing paths --
path                  end  depth (start not counted)  startpoint
setup / recovery   out[4]                         28        B[8]
hold / removal    out[31]                          4       A[31]
-- kinds of logic after synthesis --
group	share of synthesized area, %
buffers and inverters	12.73
XOR/XNOR	1.506
latches	0.07257
AND-OR/OR-AND	8.470
adder cells (fa/ha/maj)	57.60
AND/OR/NAND/NOR	18.91
multiplexers	0.7018
Power figures rest on the tool's default switching activity, not on a simulated workload.
