===== run.sh =====
#!/bin/bash
# OpenROAD 26Q1-2900-gdf79404cd8, Yosys 0.63+post, stock flow scripts
make -C /OpenROAD-flow-scripts/flow DESIGN_CONFIG=/design/flow/config.mk WORK_HOME=/design/flow/orfs finish

===== design.v =====
module adder #(parameter X =32)(input [X-1:0] A, input [X-1:0] B,output [X-1:0] out,output reg done,output overflow,output underflow);
localparam expo_bits = (X == 32) ? 8 : 11; 
localparam mant_bits = (X == 32) ? 23 : 52;
reg [expo_bits-1:0] exp_a;  
reg [expo_bits-1:0] exp_b;
reg [X-expo_bits-1:0]mant_a;  
reg [X-expo_bits-1:0]mant_b;
reg a_sign;
reg b_sign;
reg [63:0] all_ones;
reg [63:0] all_zeros;
reg carry;
reg [X-expo_bits:0] mant_out;  
reg [expo_bits-1:0] exp_out;
reg sign_out;
reg [expo_bits-1:0] diff;  
reg [X-expo_bits-1:0] mant_temp;  
reg [X-expo_bits:0] mant_normalizer_in; 
wire [X-expo_bits:0] mant_normalizer_out;
reg [expo_bits-1:0] exp_normalizer_in;
wire [expo_bits-1:0] exp_normalizer_out;
wire underflow_in;
reg underflow_out;
adder_normalizer #(.X(X),.expo_bits(expo_bits)) inst (mant_normalizer_in,exp_normalizer_in,mant_normalizer_out,exp_normalizer_out,underflow_in);
always @ (*)
begin
	underflow_out = 1'b0;
	carry = 1'b0;
	done=1'b0;
	all_ones = 64'hFFFFFFFFFFFFFFFF;
	all_zeros = 64'h0000000000000000;
	a_sign = A[X-1];
	b_sign = B[X-1];
	exp_a = A[X-2:X-expo_bits-1];
	exp_b = B[X-2:X-expo_bits-1];
	if((A[X-expo_bits-2] == 1'b1 && exp_a == all_ones[expo_bits-1:0]) || (B[X-expo_bits-2] == 1'b1 && exp_b == all_ones[expo_bits-1:0])) begin
		mant_out = all_ones[X-expo_bits:0];
		sign_out = all_ones[0];
		exp_out = all_ones[expo_bits-1:0];
	end else if(exp_a == all_ones[expo_bits-1:0] && A[X-expo_bits-2:0] == all_zeros[X-expo_bits-2:0]) begin
			if(a_sign == 0)  
				if(exp_b == all_ones[expo_bits-1:0] && B[X-expo_bits-2:0] == all_zeros[X-expo_bits-2:0] && b_sign == 1)begin  
					mant_out = all_ones[X-expo_bits:0];
					sign_out = all_ones[0];
					exp_out = all_ones[expo_bits-1:0];
				end else begin
					mant_out = A[X-expo_bits-2:0] ;
					sign_out = a_sign;
					exp_out = exp_a;
				 end
			else  
				if(exp_b == all_ones[expo_bits-1:0] && B[X-expo_bits-2:0] == all_zeros[X-expo_bits-2:0] && b_sign == 0) begin  
					mant_out = all_ones[X-expo_bits:0];
					sign_out = all_ones[0];
					exp_out = all_ones[expo_bits-1:0];
				end else begin
					mant_out = A[X-expo_bits-2:0] ;
					sign_out = a_sign;
					exp_out = exp_a;
				end
	end else if (exp_b == all_ones[expo_bits-1:0] && B[X-expo_bits-2:0] == all_zeros[X-expo_bits-2:0]) begin
		mant_out = B[X-expo_bits-2:0] ;
		sign_out = b_sign;
		exp_out = exp_b;
	end else begin
	if(exp_a == 0 && A[X-expo_bits-2:0]==0) begin
		mant_a = {1'b0, A[X-expo_bits-2:0]};
	end else begin
		mant_a = {1'b1, A[X-expo_bits-2:0]};
	end
	if(exp_b == 0 && B[X-expo_bits-2:0]==0) begin
		mant_b = {1'b0, B[X-expo_bits-2:0]};
	end else begin
		mant_b = {1'b1, B[X-expo_bits-2:0]};
	end
	if (a_sign == b_sign)
	begin
		if (exp_a == exp_b)  
		begin
			mant_out = mant_a +mant_b;
			sign_out = a_sign;
			exp_out = exp_a;
		end
		else if(exp_a > exp_b)
		begin
			diff = exp_a - exp_b;
			mant_temp = mant_b >> diff;
			mant_out = mant_a +mant_temp;
			sign_out = a_sign;
			exp_out = exp_a;
		end
		else
		begin
			diff = exp_b - exp_a;
			mant_temp = mant_a >> diff;
			mant_out = mant_b +mant_temp;
			sign_out = a_sign;
			exp_out = exp_b;	
		end
	end
	else  
	begin
		if (exp_a == exp_b)
		begin
			if(mant_a > mant_b) begin
				mant_out = mant_a - mant_b;
				sign_out = a_sign;
				exp_out = exp_a;
			end
			else begin
				mant_out = mant_b - mant_a;
				sign_out = b_sign;
				exp_out = exp_a;			
			end		
		end
		else if(exp_a > exp_b)
		begin
			diff = exp_a - exp_b;
			mant_temp = mant_b >> diff;
			mant_out = mant_a - mant_temp;
			sign_out = a_sign;
			exp_out = exp_a;
		end
		else
		begin
			diff = exp_b - exp_a;
			mant_temp = mant_a >> diff;
			mant_out = mant_b - mant_temp;
			sign_out = b_sign;
			exp_out = exp_b;			
		end
	end
	underflow_out = 0;
	carry = 0;
	if (mant_out[X-expo_bits] == 1'b1)  
	begin
		mant_out = mant_out >> 1;
		{carry,exp_out} = exp_out + 1;
	end else if( mant_out[X-expo_bits-1] == 1'b0 ) begin 
		mant_normalizer_in = mant_out; 
		exp_normalizer_in = exp_out;
		mant_out = mant_normalizer_out;
		exp_out = exp_normalizer_out;
		underflow_out = underflow_in;
	end
	done=1'b1;
end
end 
assign out[X-1] = sign_out;
assign out[X-2:X-expo_bits-1] = exp_out;
assign out[X-expo_bits-2:0] = mant_out[X-expo_bits-2:0];
assign overflow = carry;
assign underflow = underflow_out;
endmodule 
module adder_normalizer #(parameter X = 32, parameter expo_bits = 8)(input [X-expo_bits:0] mant_in ,input [expo_bits-1:0] exp_in ,output reg [X-expo_bits:0] mant_out ,output reg [expo_bits-1:0] exp_out, output reg underflow); 
reg borrow;
always @(*) 
begin
	borrow = 1'b0;
	if(X == 32) begin
		if(mant_in == 24'b0000000000000000000000) begin
			{borrow,exp_out} = 0;
			mant_out = mant_in;
		end else if (mant_in[23:1] == 23'b000000000000000000001) begin
			{borrow,exp_out} = exp_in - 22;
			mant_out = mant_in << 22;
		end else if (mant_in[23:2] == 22'b0000000000000000000001) begin
			{borrow,exp_out} = exp_in - 21;
			mant_out = mant_in << 21;
		end else if (mant_in[23:3] == 21'b000000000000000000001) begin
			{borrow,exp_out} = exp_in - 20;
			mant_out = mant_in << 20;
		end else if (mant_in[23:4] == 20'b00000000000000000001) begin
			{borrow,exp_out} = exp_in - 19;
			mant_out = mant_in << 19;
		end else if (mant_in[23:5] == 19'b0000000000000000001) begin
			{borrow,exp_out} = exp_in - 18;
			mant_out = mant_in << 18;
		end else if (mant_in[23:6] == 18'b000000000000000001) begin
			{borrow,exp_out} = exp_in - 17;
			mant_out = mant_in << 17;
		end else if (mant_in[23:7] == 17'b00000000000000001) begin
			{borrow,exp_out} = exp_in - 16;
			mant_out = mant_in << 16;
		end else if (mant_in[23:8] == 16'b0000000000000001) begin
			{borrow,exp_out} = exp_in - 15;
			mant_out = mant_in << 15;
		end else if (mant_in[23:9] == 15'b000000000000001) begin
			{borrow,exp_out} = exp_in - 14;
			mant_out = mant_in << 14;
		end else if (mant_in[23:10] == 14'b00000000000001) begin
			{borrow,exp_out} = exp_in - 13;
			mant_out = mant_in << 13;
		end else if (mant_in[23:11] == 13'b0000000000001) begin
			{borrow,exp_out} = exp_in - 12;
			mant_out = mant_in << 12;
		end else if (mant_in[23:12] == 12'b000000000001) begin
			{borrow,exp_out} = exp_in - 11;
			mant_out = mant_in << 11;
		end else if (mant_in[23:13] == 11'b00000000001) begin
			{borrow,exp_out} = exp_in - 10;
			mant_out = mant_in << 10;
		end else if (mant_in[23:14] == 10'b0000000001) begin
			{borrow,exp_out} = exp_in - 9;
			mant_out = mant_in << 9;
		end else if (mant_in[23:15] == 9'b000000001) begin
			{borrow,exp_out} = exp_in - 8;
			mant_out = mant_in << 8;
		end else if (mant_in[23:16] == 8'b00000001) begin
			{borrow,exp_out} = exp_in - 7;
			mant_out = mant_in << 7;
		end else if (mant_in[23:17] == 7'b0000001) begin
			{borrow,exp_out} = exp_in - 6;
			mant_out = mant_in << 6;
		end else if (mant_in[23:18] == 6'b000001) begin
			{borrow,exp_out} = exp_in - 5;
			mant_out = mant_in << 5;
		end else if (mant_in[23:19] == 5'b00001) begin
			{borrow,exp_out} = exp_in - 4;
			mant_out = mant_in << 4;
		end else if (mant_in[23:20] == 4'b0001) begin
			{borrow,exp_out} = exp_in - 3;
			mant_out = mant_in << 3;
		end else if (mant_in[23:21] == 3'b001) begin
			{borrow,exp_out} = exp_in - 2;
			mant_out = mant_in << 2;
		end else if (mant_in[23:22] == 2'b01) begin
			{borrow,exp_out} = exp_in - 1;
			mant_out = mant_in << 1;
		end		
	end else if(X == 64) begin
		if(mant_in == 53'b0000_0000_0000_0000_0000_0000_0000_0000_0000_0000_0000_0000_00000) begin
			{borrow,exp_out} = 0;
			mant_out = mant_in;
		end else if(mant_in[52:1] == 52'b0000_0000_0000_0000_0000_0000_0000_0000_0000_0000_0000_0000_0001) begin
			{borrow,exp_out} = exp_in - 51;
			mant_out = mant_in << 51;
		end else if (mant_in[52:30] == 51'b0000_0000_0000_0000_0000_0000_0000_0000_0000_0000_0000_0000_001) begin
			{borrow,exp_out} = exp_in - 50;
			mant_out = mant_in << 50;
		end else if (mant_in[52:30] == 50'b0000_0000_0000_0000_0000_0000_0000_0000_0000_0000_0000_0000_01) begin
			{borrow,exp_out} = exp_in - 49;
			mant_out = mant_in <<49;
		end else if (mant_in[52:30] == 49'b0000_0000_0000_0000_0000_0000_0000_0000_0000_0000_0000_0000_1) begin
			{borrow,exp_out} = exp_in - 48;
			mant_out = mant_in << 48;
		end else if (mant_in[52:30] == 48'b0000_0000_0000_0000_0000_0000_0000_0000_0000_0000_0000_0001) begin
			{borrow,exp_out} = exp_in - 47;
			mant_out = mant_in << 47;
		end else if (mant_in[52:30] == 47'b0000_0000_0000_0000_0000_0000_0000_0000_0000_0000_0000_001) begin
			{borrow,exp_out} = exp_in - 46;
			mant_out = mant_in << 46;
		end else if (mant_in[52:30] == 46'b0000_0000_0000_0000_0000_0000_0000_0000_0000_0000_0000_01) begin
			{borrow,exp_out} = exp_in - 45;
			mant_out = mant_in << 45;
		end else if (mant_in[52:30] == 45'b0000_0000_0000_0000_0000_0000_0000_0000_0000_0000_0000_1) begin
			{borrow,exp_out} = exp_in - 44;
			mant_out = mant_in << 44;
		end else if (mant_in[52:30] == 44'b0000_0000_0000_0000_0000_0000_0000_0000_0000_0000_0001) begin
			{borrow,exp_out} = exp_in - 43;
			mant_out = mant_in << 43;
		end else if (mant_in[52:30] == 43'b0000_0000_0000_0000_0000_0000_0000_0000_0000_0000_001) begin
			{borrow,exp_out} = exp_in - 42;
			mant_out = mant_in << 42;
		end else if (mant_in[52:30] == 42'b0000_0000_0000_0000_0000_0000_0000_0000_0000_0000_01) begin
			{borrow,exp_out} = exp_in - 41;
			mant_out = mant_in << 41;
		end else if (mant_in[52:30] == 41'b0000_0000_0000_0000_0000_0000_0000_0000_0000_0000_1) begin
			{borrow,exp_out} = exp_in - 40;
			mant_out = mant_in << 40;
		end else if (mant_in[52:30] == 40'b0000_0000_0000_0000_0000_0000_0000_0000_0000_0001) begin
			{borrow,exp_out} = exp_in - 39;
			mant_out = mant_in << 39;
		end else if (mant_in[52:30] == 39'b0000_0000_0000_0000_0000_0000_0000_0000_0000_001) begin
			{borrow,exp_out} = exp_in - 38;
			mant_out = mant_in << 38;
		end else if (mant_in[52:30] == 38'b0000_0000_0000_0000_0000_0000_0000_0000_0000_01) begin
			{borrow,exp_out} = exp_in - 37;
			mant_out = mant_in << 37;
		end else if (mant_in[52:30] == 37'b0000_0000_0000_0000_0000_0000_0000_0000_0000_1) begin
			{borrow,exp_out} = exp_in - 36;
			mant_out = mant_in << 36;
		end else if (mant_in[52:30] == 36'b0000_0000_0000_0000_0000_0000_0000_0000_0001) begin
			{borrow,exp_out} = exp_in - 35;
			mant_out = mant_in << 35;
		end else if (mant_in[52:30] == 35'b0000_0000_0000_0000_0000_0000_0000_0000_001) begin
			{borrow,exp_out} = exp_in - 34;
			mant_out = mant_in << 34;
		end else if (mant_in[52:30] == 34'b0000_0000_0000_0000_0000_0000_0000_0000_01) begin
			{borrow,exp_out} = exp_in - 33;
			mant_out = mant_in << 33;
		end else if (mant_in[52:30] == 33'b0000_0000_0000_0000_0000_0000_0000_0000_1) begin
			{borrow,exp_out} = exp_in - 32;
			mant_out = mant_in << 32;
		end else if (mant_in[52:30] == 32'b0000_0000_0000_0000_0000_0000_0000_0001) begin
			{borrow,exp_out} = exp_in - 31;
			mant_out = mant_in << 31;
		end else if (mant_in[52:30] == 31'b0000_0000_0000_0000_0000_0000_0000_001) begin
			{borrow,exp_out} = exp_in - 30;
			mant_out = mant_in << 30;
		end else if (mant_in[52:30] == 30'b0000_0000_0000_0000_0000_0000_0000_01) begin
			{borrow,exp_out} = exp_in - 29;
			mant_out = mant_in << 29;
		end else if (mant_in[52:30] == 29'b0000_0000_0000_0000_0000_0000_0000_1) begin
			{borrow,exp_out} = exp_in - 28;
			mant_out = mant_in << 28;
		end else if (mant_in[52:30] == 28'b0000_0000_0000_0000_0000_0000_0001) begin
			{borrow,exp_out} = exp_in - 27;
			mant_out = mant_in << 27;
		end else if (mant_in[52:30] == 27'b0000_0000_0000_0000_0000_0000_001) begin
			{borrow,exp_out} = exp_in - 26;
			mant_out = mant_in << 26;
		end else if (mant_in[52:30] == 26'b0000_0000_0000_0000_0000_0000_01) begin
			{borrow,exp_out} = exp_in - 25;
			mant_out = mant_in << 25;
		end else if (mant_in[52:30] == 25'b0000_0000_0000_0000_0000_0000_1) begin
			{borrow,exp_out} = exp_in - 24;
			mant_out = mant_in << 24;
		end else if (mant_in[52:30] == 24'b0000_0000_0000_0000_0000_0001) begin
			{borrow,exp_out} = exp_in - 23;
			mant_out = mant_in << 23;
		end else if (mant_in[52:30] == 23'b000000000000000000001) begin
			{borrow,exp_out} = exp_in - 22;
			mant_out = mant_in << 22;
		end else if (mant_in[52:31] == 22'b0000000000000000000001) begin
			{borrow,exp_out} = exp_in - 21;
			mant_out = mant_in << 21;
		end else if (mant_in[52:32] == 21'b000000000000000000001) begin
			{borrow,exp_out} = exp_in - 20;
			mant_out = mant_in << 20;
		end else if (mant_in[52:33] == 20'b00000000000000000001) begin
			{borrow,exp_out} = exp_in - 19;
			mant_out = mant_in << 19;
		end else if (mant_in[52:34] == 19'b0000000000000000001) begin
			{borrow,exp_out} = exp_in - 18;
			mant_out = mant_in << 18;
		end else if (mant_in[52:35] == 18'b000000000000000001) begin
			{borrow,exp_out} = exp_in - 17;
			mant_out = mant_in << 17;
		end else if (mant_in[52:36] == 17'b00000000000000001) begin
			{borrow,exp_out} = exp_in - 16;
			mant_out = mant_in << 16;
		end else if (mant_in[52:37] == 16'b0000000000000001) begin
			{borrow,exp_out} = exp_in - 15;
			mant_out = mant_in << 15;
		end else if (mant_in[52:38] == 15'b000000000000001) begin
			{borrow,exp_out} = exp_in - 14;
			mant_out = mant_in << 14;
		end else if (mant_in[52:39] == 14'b00000000000001) begin
			{borrow,exp_out} = exp_in - 13;
			mant_out = mant_in << 13;
		end else if (mant_in[52:40] == 13'b0000000000001) begin
			{borrow,exp_out} = exp_in - 12;
			mant_out = mant_in << 12;
		end else if (mant_in[52:41] == 12'b000000000001) begin
			{borrow,exp_out} = exp_in - 11;
			mant_out = mant_in << 11;
		end else if (mant_in[52:42] == 11'b00000000001) begin
			{borrow,exp_out} = exp_in - 10;
			mant_out = mant_in << 10;
		end else if (mant_in[52:43] == 10'b0000000001) begin
			{borrow,exp_out} = exp_in - 9;
			mant_out = mant_in << 9;
		end else if (mant_in[52:44] == 9'b000000001) begin
			{borrow,exp_out} = exp_in - 8;
			mant_out = mant_in << 8;
		end else if (mant_in[52:45] == 8'b00000001) begin
			{borrow,exp_out} = exp_in - 7;
			mant_out = mant_in << 7;
		end else if (mant_in[52:46] == 7'b0000001) begin
			{borrow,exp_out} = exp_in - 6;
			mant_out = mant_in << 6;
		end else if (mant_in[52:47] == 6'b000001) begin
			{borrow,exp_out} = exp_in - 5;
			mant_out = mant_in << 5;
		end else if (mant_in[52:48] == 5'b00001) begin
			{borrow,exp_out} = exp_in - 4;
			mant_out = mant_in << 4;
		end else if (mant_in[52:49] == 4'b0001) begin
			{borrow,exp_out} = exp_in - 3;
			mant_out = mant_in << 3;
		end else if (mant_in[52:50] == 3'b001) begin
			{borrow,exp_out} = exp_in - 2;
			mant_out = mant_in << 2;
		end else if (mant_in[52:51] == 2'b01) begin
			{borrow,exp_out} = exp_in - 1;
			mant_out = mant_in << 1;
		end
	end
 underflow = borrow;
end
endmodule

===== constraint.sdc =====
current_design adder

set clk_period 47.4
set clk_io_pct 0.2

create_clock -name clk0 -period $clk_period

set non_clock_inputs [all_inputs -no_clocks]
set_input_delay [expr $clk_period * $clk_io_pct] -clock clk0 $non_clock_inputs
set_output_delay [expr $clk_period * $clk_io_pct] -clock clk0 [all_outputs]

===== config.mk =====
export PLATFORM = sky130hd
export DESIGN_NAME = adder
export DESIGN_NICKNAME = adder
export VERILOG_FILES = /design/flow/design.v
export SDC_FILE = /design/flow/constraint.sdc
export NUM_CORES = 4
export LEC_CHECK = 1
export CORE_UTILIZATION = 30

==> out/metrics.cfg <==
[final_layout]
syn2layout_area_growth_pct = 9.81
fillers = 6176
drive_above_1_share = 0.0633
fin_area_um2 = 19000

[route]
antennaDiodeCount = 0
wl_um = 80200
wire_per_inst_um = 23.8
via_per_inst = 6.37
drt_iter0_markers = 2657
drc = 0
drt_first_pass_iters = 8
vias = 21400
ant_nets = 0

[worst_setup_path]
critPathArrivalTime_ps = 18480
required_ps = 37920
crit_end = out[20]
path_max_fanout = 37
cp-startpoint = A[23]
crit_slowest_cell = o311ai_0
critPathKind = primary input to output port
crit_path_start_kind = primary input
slowest_delay_ps = 900
cp-end-kind = output port

[power_and_ir_drop]
ir_drop_mv = 0.0136
power_density_nw_per_um2 = 24.7
p_leak_nw = 7.66

[die]
die_h_um = 242
die_w_um = 242
io_pins = 99
row_count = 87
fp_util = 0.305
chip_area_um2 = 58600
coreArea_um2 = 56700

[timing]
slew_headroom = 0.311
finalSetupTns_ps = 0
min_period_ps = 27960
unclocked_pins = 64
period_used_share = 0.590
finalSetupViolations = 0
max_freq_mhz = 35.8
drv_slew = 0
rsz0062_at_grt = no
tightest_slew_ps = 1020
untimed_endpoints = 63
hold_violations = 0

[run]
maxCapViolCount = 0
warning_count = 124

[yosys]
async_reset_ff_frac = 0
synthTopCellsByArea = ha_1 11%, a21oi_1 6.6%, nand2_1 5.8%
synthesis.area_um2 = 17300
top_cells_by_count = 265 x nand2_1, 251 x nor2_1, 227 x a21oi_1
syn_area_per_cell_um2 = 6.54
edf_count = 0
netlist_instances = 2644
ys_warn_count = 2
ys_cells = 2644
synth_top_area_share = 0.111
synth.most_common_cell = nand2_1
synthFlopType = dlxtn_1
ys.flops = 64
synth-area-yosys_um2 = 17300
yosysTopAreaCell = ha_1
synth_cell_types = 88

[global_routing]
grt_max_degree = 70
grt_pass1_wl_um = 121000
track_usage = 0.267
overflow = 0
grt_pass1_vias = 19800
grt_antenna_before_repair = 0

[min_path]
min-delay-path-class = primary input to output port

[placement]
placed_cell_area_um2 = 19000
dpl.hpwl_um = 62900
place_congestion = 1.08
numPortBuffers = 99

[clocking]
cts_setup_buffers = 0
ctsHoldBuffers = 0
cts_resized = 0

[run_status]
status = finished, final reports clean

how the worst min path moves through the flow:
stage         depth (start not counted)  slack, ps  endpoint  start
CTS                                   5      20300  overflow  B[30]
global route                          5      20340  overflow  B[30]
finish                                5      20290  overflow  B[30]
sequential cells by signal, indices dropped and copies added (netlist names):
name and cells:
inst.mant_out 23, exp_normalizer_in 8, inst.exp_out 8, mant_normalizer_in 25
cells in the final DEF (no fill, tap or decap), drive strengths merged, types with 53 or more instances in the layout:
master	n
nand2	265
nor2	251
a21oi	228
o21ai	191
ha	154
inv	154
clkdlybuf4s50	99
nor3	76
nand3	73
dlxtn	64
mux2i	61
a211oi	60
buf	57
o211ai	53
xnor2	53
power by group:
group | switching, mW | leakage [nW] | internal [mW]
logic | 0.256 | 7.15 | 0.155
registers | 0.0317 | 0.519 | 0.0266
clock network | 0 | 0 | 0
total | 0.288 | 7.66 | 0.181
cell type report:
cell class	instances	area, µm²	area share
inverter	156	586	0.0308
multi-input combinational	2231	15100	0.794
sequential	64	961	0.0506
tap	756	946	0.0498
timing repair buffer	156	1420	0.0747
metal layers:
layer	up-vias	routed length, µm	global-route usage
li1	9877	-	-
met1	9936	31600	0.348
met2	1334	34800	0.408
met3	266	8870	0.0696
met4	2	4830	0.132
met5	-	105	0.0131
cells by family after synthesis:
group / Yosys count / synth area share
muxes: 98 / 0.0737
and+or+nand+nor: 941 / 0.262
adders and majority gates: 161 / 0.120
xor gates and xnor gates: 69 / 0.0350
other: 1 / 0.000217
AOI/OAI and AO/OA: 961 / 0.376
buffers and inverters: 349 / 0.0782
latches: 64 / 0.0556
worst max-delay path: cells and delay by family:
family	cells	cell delay (ps)
AOI/OAI and AO/OA	7	3020
adders and majority gates	2	790
buffers and inverters	6	1980
and+or+nand+nor	11	3180
through the flow:
stage / power (mW) / util / hold WS, ps / std cells / worst slack, ps
finish: 0.469 / 0.335 / 20290 / 3363 / 19440
global route: 0.500 / 0.335 / 20340 / 3363 / 18820
CTS: 0.455 / 0.335 / 20300 / 3363 / 19410
detailed placement: 0.452 / 0.335 / 20280 / 3363 / 19440
global placement: 0.456 / 0.335 / 20290 / 3363 / 19640
floorplan: 0.302 / - / 19140 / 2644 / 22360
No activity file was given, so power comes from the tool's default toggle rates.
